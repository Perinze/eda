`flow/config.mk`:
```
export PLATFORM = sky130hd
export DESIGN_NAME = dfflr
export DESIGN_NICKNAME = dfflr
export VERILOG_FILES = /design/flow/design.v
export SDC_FILE = /design/flow/constraint.sdc
export NUM_CORES = 4
export LEC_CHECK = 1
export CORE_AREA = 10 10 94 94
export DIE_AREA = 0 0 104 104
```
`flow/constraint.sdc`:
```
current_design dfflr

set clk_period 1.1
set clk_io_pct 0.2

create_clock -name clk0 -period $clk_period [get_ports {clk}]

set non_clock_inputs [all_inputs -no_clocks]
set_input_delay [expr $clk_period * $clk_io_pct] -clock clk0 $non_clock_inputs
set_output_delay [expr $clk_period * $clk_io_pct] -clock clk0 [all_outputs]
```
`flow/design.v`:
```
module dfflrs # (
  parameter DW = 32
) (
  input               lden, 
  input      [DW-1:0] dnxt,
  output     [DW-1:0] qout,
  input               clk,
  input               rst_n
);
reg [DW-1:0] qout_r;
always @(posedge clk or negedge rst_n)
begin : DFFLRS_PROC
  if (rst_n == 1'b0)
    qout_r <= {DW{1'b1}};
  else if (lden == 1'b1)
    qout_r <= #1 dnxt;
end
assign qout = qout_r;
endmodule
module dfflr # (
  parameter DW = 32
) (
  input               lden, 
  input      [DW-1:0] dnxt,
  output     [DW-1:0] qout,
  input               clk,
  input               rst_n
);
reg [DW-1:0] qout_r;
always @(posedge clk or negedge rst_n)
begin : DFFLR_PROC
  if (rst_n == 1'b0)
    qout_r <= {DW{1'b0}};
  else if (lden == 1'b1)
    qout_r <= #1 dnxt;
end
assign qout = qout_r;
endmodule
module dffl # (
  parameter DW = 32
) (
  input               lden, 
  input      [DW-1:0] dnxt,
  output     [DW-1:0] qout,
  input               clk 
);
reg [DW-1:0] qout_r;
always @(posedge clk)
begin : DFFL_PROC
  if (lden == 1'b1)
    qout_r <=   dnxt;
end
assign qout = qout_r;
endmodule
module dffrs # (
  parameter DW = 32
) (
  input      [DW-1:0] dnxt,
  output     [DW-1:0] qout,
  input               clk,
  input               rst_n
);
reg [DW-1:0] qout_r;
always @(posedge clk or negedge rst_n)
begin : DFFRS_PROC
  if (rst_n == 1'b0)
    qout_r <= {DW{1'b1}};
  else                  
    qout_r <=   dnxt;
end
assign qout = qout_r;
endmodule
module dffr # (
  parameter DW = 32
) (
  input      [DW-1:0] dnxt,
  output     [DW-1:0] qout,
  input               clk,
  input               rst_n
);
reg [DW-1:0] qout_r;
always @(posedge clk or negedge rst_n)
begin : DFFR_PROC
  if (rst_n == 1'b0)
    qout_r <= {DW{1'b0}};
  else                  
    qout_r <=   dnxt;
end
assign qout = qout_r;
endmodule
module sirv_gnrl_ltch # (
  parameter DW = 32
) (
  input               lden, 
  input      [DW-1:0] dnxt,
  output     [DW-1:0] qout
);
reg [DW-1:0] qout_r;
always @ (*) 
begin : LTCH_PROC
  if (lden == 1'b1)
    qout_r <= dnxt;
end
assign qout = qout_r;
endmodule
```
`flow/run.sh`:
```
#!/bin/bash
# OpenROAD 26Q1-2900-gdf79404cd8, Yosys 0.63+post, stock flow scripts
make -C /OpenROAD-flow-scripts/flow DESIGN_CONFIG=/design/flow/config.mk WORK_HOME=/design/flow/orfs finish
```
==> flow_summary.toml <==
# implementation run metrics
[worst_setup_path]
path_class = "reg2out"
critPathMaxFanout = 2
arrival_ns = 0.84
reg2reg_from = "qout_r[5]"
crit_start = "qout_r[15]"
reg2reg_to = "qout_r[5]"
max_stage_delay_ns = 0.38
r2r_slack_ns = 0.12
reg2regPathDepth = 3
cp_top_family = "flip-flops"
crit_path_top_delay_cell = "dfrtp_1"
end_kind = "output port"
crit_path_start_kind = "flop"
worstPathCellList = "clkdlybuf4s15_1"
path_buffers = 1
cp_data_required_time_ns = 0.88

[placement]
dpl.cell_count = 229
placed_area_um2 = 2110
place_congestion = 0.691
io_buffer_count = 66
hpwl_um = 2420

[floorplanning]
dieHeight_um = 104
rows = 30
ios = 67
die_x_um = 104
coreArea_um2 = 6830
die_area_um2 = 10800
fp_util_pct = 19.7

[timing]
slew_violations = 0
fin_skew_ns = 0
finalCriticalPeriod_ns = 1.06
fin_crit_sh_pct = 96.7
final_hold_viol_count = 0
fmax_mhz = 941
fin_setup_tns_ns = 0
worst_pin_slew_ns = 0.188
relSlewSlack_pct = 87.5
setup_viol = 0

[logic_synthesis]
ys_seq_share_pct = 59.5
ys_cells = 68
yosysUniqueCellTypes = 5
netlist_instances = 68
synth_area_um2 = 1350
ys_warn_count = 1
synth_chip_area_um2 = 1350
yosys_register_bits = 32
synth_area_per_cell_um2 = 19.8

[final_layout]
layout_top_cell = "clkdlybuf4s50_1"
n_fill_cell = 699
drive_gt1_share_pct = 44.4
final_cells = 249
syn_to_final_growth_pct = 66.0
utilization_pct = 32.7
final_layout_top_logic_cells = "clkdlybuf4s50_1, dfrtp_1, mux2_4"
combGateArea_um2 = 473
postLayoutCellArea_um2 = 2230
top_regs = "qout_r x32"
largest_reg_flops = 32
flop_area_um2 = 801
top_register = "qout_r"

[global_routing]
grt_pass1_vias = 969
grt_pass1_wl_um = 5510
grt_use_total_pct = 6.23
grt_max_degree = 33
antenna_found_initial = 0
overflow = 0

[drt]
ant_nets = 0
routedWlPerCell_um = 13.7
drt_iter0_drc = 4
dr_wl_met3_um = 458
totalWireLength_um = 3420
drtPass1Iterations = 2
avgViaCountPerCell = 3.45
wl_met1_um = 1610
wl_met2_um = 1350
routed.top_layer = "met3"
drc = 0
num_vias = 859
antennaDiodeCount = 0

[clock_network]
cts_tree = "done"
clkSinkCount = 32
clkTransAtPathRegs_ns = 0.07
cts_max_path_buffers = 2
htree_levels = 2
cts_buffers = 5
insertion_delay_ns = 0.27
cts-root-buf = "clkbuf_8"
holdBufCountCts = 0

[power_and_ir_drop]
leakage_nw = 1.04
powerDensity_nw_per_um2 = 1290
max-vdd-ir-drop_v = 0.000391

[flow_run]
tool_warnings = 25
maxCapViolCount = 0

[status]
outcome = "complete, no violations"

[worst_hold_path]
min_path_type = "in2async"
how the worst max path moves through the flow:
stage / endpoint / slack [ns] / cells past startpoint
6_report: qout[15] / 0.04 / 1
4_1_cts: qout[23] / 0.003 / 1
5_1_grt: qout[5] / -0.002 / 1
report_power, final:
group	switching (mW)	total, mW	internal, mW
clock network	0.437	0.936	0.499
logic	0.142	0.598	0.455
registers	0.0589	1.35	1.29
total	0.638	2.89	2.25
cell families (layout without fill, tap and decap cells):
group,Yosys count,in the layout,synth area share (%)
flops,32,32,59.5
mux,32,32,35.2
buf+inv,4,89,5.30
cells in the mapped netlist:
| master | number | area share, % |
|---|---|---|
| dfrtp_1 | 32 | 60 |
| buf_6 | 1 | 0.84 |
| buf_12 | 3 | 4.5 |
| mux2_2 | 2 | 1.7 |
| mux2_4 | 30 | 33 |
metal layers:
layer  global-route usage [%]  up-vias
li1                         -      402
met1                     8.39      405
met2                     8.51       52
met3                     4.14        0
met4                    0.398        0
met5                        0        -
layout make-up:
class                           count  area share [%]
Multi-Input combinational cell     32            21.2
Tap cell                           96            5.38
Timing Repair Buffer               81            33.4
Clock inverter                      2           0.448
Clock buffer                        6            3.70
Sequential cell                    32            35.9
through the flow:
| step | setup slack, ns | hold slack [ns] | power (mW) |
|---|---|---|---|
| 6_report | 0.0368 | 0.315 | 2.89 |
| 5_1_grt | -0.00224 | 0.319 | 3.05 |
| 4_1_cts | 0.00253 | 0.307 | 2.97 |
| 3_5_place_dp | 0.0677 | 0.491 | 2.00 |
| 3_3_place_gp | 0.0517 | 0.490 | 2.00 |
| 2_1_floorplan | 0.213 | -0.0756 | 1.58 |
timing repair:
item                                    4_1_cts  5_1_grt
resized                                      65       11
buffers inserted                              8        4
endpoints found under the setup margin       32       15
hold endpoints to repair                      0        0
Power and IR drop assume default switching activity.
