## design/flow/run.sh

```bash
#!/bin/bash
# OpenROAD 26Q1-2900-gdf79404cd8, Yosys 0.63+post, stock flow scripts
make -C /OpenROAD-flow-scripts/flow DESIGN_CONFIG=/design/flow/config.mk WORK_HOME=/design/flow/orfs finish
```

## design/flow/design.v

```verilog
module abs # (
  parameter DW = 8
) (
  output [DW-1:0] out,
  input [DW-1:0] in
);
  wire neg;
  wire [DW-1:0] abs;
  assign neg = in[DW-1] == 1'b1;
  assign abs =
          ({DW{~neg}} &  in)
        | ({DW{ neg}} & -in);
  assign out = abs;
endmodule
module count_pulse # (
  parameter DW = 8
) (
  output qout,
  input [DW-1:0] in,
  input lden,
  input clk,
  input rst_n
);
  wire [DW-1:0] cur_cnt;
  wire [DW-1:0] nxt_cnt;
  wire [DW-1:0] minus_one;
  wire pos;
  assign pos = (cur_cnt > 0);
  assign minus_one =
          ({DW{ pos}} & cur_cnt - 1)
        | ({DW{~pos}} & 0);
  assign nxt_cnt =
          ({DW{~lden}} & minus_one)
        | ({DW{ lden}} & in);
  assign qout = (cur_cnt > 0) & clk;
  dffr #(DW) cnt_dffr (nxt_cnt, cur_cnt, clk, rst_n);
endmodule
module dest_selector # (
  parameter DW = 8
) (
  output [DW-1:0] total,
  output [DW-1:0] ticket,
  input [DW-1:0] src,
  input [DW-1:0] dest,
  input [DW-1:0] count
);
  wire valid;
  wire [DW-1:0] diff;
  wire [DW-1:0] dist;
  wire [DW-1:0] price;
  wire [1:0] dir_src;
  wire [1:0] dir_dest;
  wire [DW-3:0] val_src;
  wire [DW-3:0] val_dest;
  wire switch;
  wire [DW-1:0] checked_count;
  assign valid = dest != src;
  assign dir_src = src >> (DW-2);
  assign dir_dest = dest >> (DW-2);
  assign val_src = src & {(DW-2){1'b1}};
  assign val_dest = dest & {(DW-2){1'b1}};
  assign switch = dir_src != dir_dest;
  assign diff = switch ? (val_dest + val_src) : (val_dest - val_src);
  assign checked_count = (count > 4) ? 4 : count;
  assign price = (dist - 1) / 5 + 2;
  assign total = valid ? price * checked_count : 0;
  assign ticket = valid ? checked_count : 0;
  abs #(8) abs_dist (dist, diff);
endmodule
module dfflrs # (
  parameter DW = 32
) (
  input               lden, 
  input      [DW-1:0] dnxt,
  output     [DW-1:0] qout,
  input               clk,
  input               rst_n
);
reg [DW-1:0] qout_r;
always @(posedge clk or negedge rst_n)
begin : DFFLRS_PROC
  if (rst_n == 1'b0)
    qout_r <= {DW{1'b1}};
  else if (lden == 1'b1)
    qout_r <= #1 dnxt;
end
assign qout = qout_r;
endmodule
module dfflr # (
  parameter DW = 32
) (
  input               lden, 
  input      [DW-1:0] dnxt,
  output     [DW-1:0] qout,
  input               clk,
  input               rst_n
);
reg [DW-1:0] qout_r;
always @(posedge clk or negedge rst_n)
begin : DFFLR_PROC
  if (rst_n == 1'b0)
    qout_r <= {DW{1'b0}};
  else if (lden == 1'b1)
    qout_r <= #1 dnxt;
end
assign qout = qout_r;
endmodule
module dffl # (
  parameter DW = 32
) (
  input               lden, 
  input      [DW-1:0] dnxt,
  output     [DW-1:0] qout,
  input               clk 
);
reg [DW-1:0] qout_r;
always @(posedge clk)
begin : DFFL_PROC
  if (lden == 1'b1)
    qout_r <=   dnxt;
end
assign qout = qout_r;
endmodule
module dffrs # (
  parameter DW = 32
) (
  input      [DW-1:0] dnxt,
  output     [DW-1:0] qout,
  input               clk,
  input               rst_n
);
reg [DW-1:0] qout_r;
always @(posedge clk or negedge rst_n)
begin : DFFRS_PROC
  if (rst_n == 1'b0)
    qout_r <= {DW{1'b1}};
  else                  
    qout_r <=   dnxt;
end
assign qout = qout_r;
endmodule
module dffr # (
  parameter DW = 32
) (
  input      [DW-1:0] dnxt,
  output     [DW-1:0] qout,
  input               clk,
  input               rst_n
);
reg [DW-1:0] qout_r;
always @(posedge clk or negedge rst_n)
begin : DFFR_PROC
  if (rst_n == 1'b0)
    qout_r <= {DW{1'b0}};
  else                  
    qout_r <=   dnxt;
end
assign qout = qout_r;
endmodule
module sirv_gnrl_ltch # (
  parameter DW = 32
) (
  input               lden, 
  input      [DW-1:0] dnxt,
  output     [DW-1:0] qout
);
reg [DW-1:0] qout_r;
always @ (*) 
begin : LTCH_PROC
  if (lden == 1'b1)
    qout_r <= dnxt;
end
assign qout = qout_r;
endmodule
module diffdev # (
  parameter DW = 8
) (
  output [DW-1:0] output_count,
  output [DW-1:0] change_price,
  input [DW-1:0] total_insert,
  input [DW-1:0] total_price,
  input [DW-1:0] input_count
);
  wire [DW-1:0] diff;
  wire enough;
  assign diff = total_insert - total_price;
  assign enough = diff[DW-1] == 1'b0;
  assign change_price =
          ({DW{ enough}} & diff)
        | ({DW{~enough}} & total_insert);
  assign output_count = {DW{enough}} & input_count;
endmodule
module insert_counter # (
  parameter DW = 8
) (
  output [DW-1:0] qout,
  input clk,
  input rst_n
);
  wire [DW-1:0] cur_cnt;
  wire [DW-1:0] nxt_cnt;
  assign nxt_cnt =
          ({DW{ rst_n}} & cur_cnt + 1)
        | ({DW{~rst_n}} & {DW{1'b0}});
  assign qout = cur_cnt;
  dffr #(DW) cnt_dffr (nxt_cnt, cur_cnt, clk, rst_n);
endmodule
module oneshot (
  output out,
  input in,
  input clk
);
  wire curr;
  wire prev;
  assign out = (curr == 1'b1) & (prev == 1'b0);
  assign curr = in;
  sirv_gnrl_ltch #(1) oneshot_dffrs (clk, curr, prev);
endmodule
module vendor # (
  parameter DW = 8
) (
  output ticket_pulse,
  output coin_one_out_pulse,
  input [DW-1:0] input_src,
  input [DW-1:0] input_dest,
  input [DW-1:0] input_count,
  input coin_ten_in_pulse,
  input done,
  input clk,
  input rst_n
);
  wire [DW-1:0] checked_input_ticket_count;
  wire [DW-1:0] coin_ten_cnt;
  wire [DW-1:0] total_insert;
  wire [DW-1:0] total_price;
  wire [DW-1:0] output_ticket_count;
  wire [DW-1:0] change_price;
  wire [DW-1:0] change_one_cnt;
  wire done_oneshot;
  oneshot done_shooter (done_oneshot, done, clk);
  dest_selector #(DW) dest_device (total_price,
                                    checked_input_ticket_count,
                                    input_src,
                                    input_dest,
                                    input_count);
  insert_counter #(DW) coin_ten_counter (coin_ten_cnt, coin_ten_in_pulse, rst_n & ~delayed_done_oneshot);
  dffr #(DW) done_lagger (
    .dnxt(done_oneshot),
    .qout(delayed_done_oneshot),
    .clk(clk),
    .rst_n(rst_n)
  );
  assign total_insert = coin_ten_cnt * 10;
  diffdev #(DW) diff_device (output_ticket_count,
                            change_price,
                            total_insert,
                            total_price,
                            checked_input_ticket_count);
  assign change_one_cnt = change_price;
  count_pulse #(DW) change_one_pulser (coin_one_out_pulse,
                                        change_one_cnt,
                                        done_oneshot,
                                        clk,
                                        rst_n);
  count_pulse #(DW) ticket_pulser (ticket_pulse,
                                    output_ticket_count,
                                    done_oneshot,
                                    clk,
                                    rst_n);
endmodule
```

## design/flow/config.mk

```make
export PLATFORM = sky130hd
export DESIGN_NAME = vendor
export DESIGN_NICKNAME = vendor
export VERILOG_FILES = /design/flow/design.v
export SDC_FILE = /design/flow/constraint.sdc
export NUM_CORES = 4
export LEC_CHECK = 1
export CORE_UTILIZATION = 30
```

## design/flow/constraint.sdc

```tcl
current_design vendor

set clk_period 2.2
set clk_io_pct 0.2

create_clock -name clk0 -period $clk_period [get_ports {clk}]
create_clock -name clk1 -period $clk_period [get_ports {coin_ten_in_pulse}]

set non_clock_inputs [all_inputs -no_clocks]
set_input_delay [expr $clk_period * $clk_io_pct] -clock clk0 $non_clock_inputs
set_output_delay [expr $clk_period * $clk_io_pct] -clock clk0 [all_outputs]
```

==> git commit body <==
Add synthesis and place-and-route results

- Top cell area share: between 10% and 20%
* Number of warnings in the stage logs: 44
- TritonCTS built the clock tree.
- Maximum fanout along the worst path: 6
- Syn Inst Count: ~600
* Gr usage total: 19.5%
* Total count of max-transition violations in the final report: 0
- In the post-route analysis, the smallest setup slack over all paths is -7.48 ns.
- TritonRoute output was used to compute an average wire per cell of approximately 14 microns.
- For this run, the detailed router reports a per-instance via density of 5.01.
- The number of global-route vias before repair is 5573.
* Chip area line of the yosys report: between 4000 and 5000 sq um
- The floorplan report gives the top-level pin count as 30.
- Commonest cells post-synth: sky130_fd_sc_hd__inv_1 (60), sky130_fd_sc_hd__nor2_1 (54), sky130_fd_sc_hd__ha_1 (53)
- Non-Filler Instances: 1111
* Dominant cells by area after synthesis: sky130_fd_sc_hd__ha_1 (14%), sky130_fd_sc_hd__dfrtp_1 (13%), sky130_fd_sc_hd__fa_1 (6.7%), sky130_fd_sc_hd__xnor2_1 (6.4%), sky130_fd_sc_hd__inv_1 (4.7%)
- Global placer's final weighted congestion: 0.917
- Final global-route overflow total: 0
- The most critical min-delay path falls under in -> async.
* Count of instantiated cells in the yosys netlist: 604
- In the final run the clock tree shows a worst skew of 0.00534 ns.
- Total instance count after detailed placement: 1048
- In this run the horizontal extent of the chip is 128 microns.
* Number of cells on the worst reg-to-reg path: 15
- Placeable core area: 15400 sq um
- Per the synthesis report, the number of distinct cell types is between 80 and 90.
* Pin count of the biggest net entering global routing: 18
- The mapped netlist covers ~4800 sq um.
* Filler Cell Count: roughly 1300
- Tightest slew margin relative to the limit: between 30% and 40%
* Wire length of the first global-routing pass: roughly 26000 microns
- Floorplan core density: 31.1%
- Slowest stage cell on the critical path: sky130_fd_sc_hd__fa_2
- Diode insertion count for antenna repair: 0
* Delay of the slowest critical-path stage: a little under 0.6 ns
* Type of the worst setup path: in -> reg
- Of the cells placed in the final design, the portion with a size suffix greater than 1 is between 40% and 50%.
- Count of endpoints failing hold in the final timing report: 0
- Looking at area per cell type in the netlist, the leader is sky130_fd_sc_hd__ha_1.
- Dominant register cell in the synthesized netlist: sky130_fd_sc_hd__dfrtp_1
- Per the layout area report, the combinational gate area comes to roughly 4500 sq um.
- In this run the core area contains 45 standard-cell rows.
* Synth-to-layout area growth: 72.2%
- Transition time at the pin with the least slew margin: about 0.94 ns
- The registers of the reported paths see a clock transition of around 0.060 ns.
- From the final report, the count of setup violators was given as 16.
- At the worst endpoint, the arrival time is 9.90 ns.
- Per the detail_route report, the via count comes to 5564.
- The number of maximum-capacitance violations recorded for the run is 0.
* RSZ-0062 raised after global routing: true
- Avg Synthesized Cell Area: 7.92 sq um
- Yosys mapped a number of flops with a built-in enable equal to 0.
* Req. time, crit path: 2.42 ns
- Number of I/O port buffers: 28
* Crit end category: flop
- The detailed router finished its first iteration with 245 violations.
- The final reports fail on setup timing.
- Per the OpenROAD floorplan log, the height of the die is 128 microns.
- Once detailed placement completed, the half-perimeter wirelength came to 11400 microns.
* Share of synthesized registers carrying an async set or reset: 96.0%
- Number of nets with antenna violations after detailed routing: 0
* Chip area: 16400 sq um
- Summed area of non-filler cells in the final layout: 8230 sq um
- Antenna violations before repair: 0
- Count of warnings emitted by yosys: 5
* Area occupied by registers: 616 sq um
- CTS Hold Buffers Added: 0
- Instance area after placement: a little over 7000 sq um
- Number of optimization iterations in the first detailed-route pass: 4
- Startpoint class of the critical path: primary input
- Remaining design rule violation count: 0
* Outcome: finished with violations
* Synth top cell by count: sky130_fd_sc_hd__inv_1
- Synthesis-stage register bit count: 25
- Wirelength, routed: 15100 microns
-- layout make-up --
| type | count | share of cell area, % |
|---|---|---|
| repair buffers | 294 | 28.2 |
| flip-flops and latches | 25 | 7.48 |
| well taps | 211 | 3.21 |
| inverters | 62 | 3.01 |
| clock buffers | 14 | 3.45 |
| multi-input cells | 505 | 54.6 |
-- final timing paths --
path                                                                     from                                              to  slack, ns
worst min-delay path                                                    rst_n      ticket_pulser.cnt_dffr.qout_r[3]$_DFF_PN0_       0.54
min in group clk1               coin_ten_counter.cnt_dffr.qout_r[0]$_DFF_PN0_   coin_ten_counter.cnt_dffr.qout_r[0]$_DFF_PN0_       0.60
max in group clk1                                                       rst_n   coin_ten_counter.cnt_dffr.qout_r[1]$_DFF_PN0_       0.68
min in group clk0               coin_ten_counter.cnt_dffr.qout_r[1]$_DFF_PN0_  change_one_pulser.cnt_dffr.qout_r[2]$_DFF_PN0_       0.54
worst max register to register  coin_ten_counter.cnt_dffr.qout_r[2]$_DFF_PN0_      ticket_pulser.cnt_dffr.qout_r[1]$_DFF_PN0_      -1.46
max in group asynchronous                                               rst_n   coin_ten_counter.cnt_dffr.qout_r[6]$_DFF_PN0_       1.11
worst min register to register  coin_ten_counter.cnt_dffr.qout_r[1]$_DFF_PN0_  change_one_pulser.cnt_dffr.qout_r[2]$_DFF_PN0_       0.54
worst max-delay path                                            input_dest[0]      ticket_pulser.cnt_dffr.qout_r[1]$_DFF_PN0_      -7.48
-- cell families after synthesis --
| logic type | count (synthesis) | share of synthesized area [%] |
|---|---|---|
| latches | 1 | 0.314 |
| buffers and inverters | 83 | 7.07 |
| adders and majority gates | 69 | 20.6 |
| AOI/OAI and AO/OA | 135 | 23.4 |
| and+or+nand+nor | 228 | 23.5 |
| DFF | 24 | 12.6 |
| xor gates and xnor gates | 56 | 10.7 |
| other | 2 | 0.157 |
| muxes | 6 | 1.65 |
-- state kept, by name (all words and copies together), names as in the netlist --
signal and count:
coin_ten_counter.cnt_dffr.qout_r 7, change_one_pulser.cnt_dffr.qout_r 8, ticket_pulser.cnt_dffr.qout_r 8, done_shooter.oneshot_dffrs.qout_r 1, done_lagger.qout_r 1
-- critical path, delay by kind of cell --
kind,cells,cell delay (ns)
xor gates and xnor gates,2,0.40
and+or+nand+nor,14,2.76
muxes,1,0.19
AOI/OAI and AO/OA,16,2.81
adders and majority gates,9,2.77
buffers and inverters,7,0.51
-- per-stage QoR --
stage	hold slack, ns	setup slack (ns)	utilization, %	setup TNS [ns]
4_1_cts	0.543	-7.58	52.0	-83.10
6_report	0.541	-7.48	53.6	-82.13
3_5_place_dp	0.506	-8.73	46.2	-95.75
5_1_grt	0.565	-7.94	53.6	-87.64
2_1_floorplan	0.144	-7.41	-	-80.22
3_3_place_gp	0.481	-8.59	46.2	-93.98
-- layer usage --
layer	up-vias	track usage [%]	share of wire, %
met1	2620	29.3	49
met2	165	29.7	43
li1	2755	-	-
met4	0	4.08	1.9
met5	-	0	0
met3	24	3.10	5.7
-- cells in the final DEF (no fill, tap or decap), drive strengths merged, types with 17 or more instances in the layout --
cell type | Yosys | final
nor2 | 55 | 55
inv | 61 | 61
a21oi | 27 | 27
dfrtp | 24 | 24
xnor2 | 37 | 37
nand2 | 50 | 50
nand3 | 30 | 30
nor3 | 27 | 27
xor2 | 19 | 19
o21ai | 17 | 17
buf | 9 | 272
ha | 53 | 53
-- repair_timing --
item                       in CTS  in global routing
pin swaps                      60                 44
setup endpoints to repair      15                 16
setup buffers                  45                  7
gates resized                  93                 40
